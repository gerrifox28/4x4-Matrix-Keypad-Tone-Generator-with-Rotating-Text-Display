==> design/flow/design.v <==
module finalproject(clk, rows, LEDs, columns, signalout, ss1, ss2, ss3, ss4, ss5, ss6);
input [3:0] rows;  
input clk;  
output [9:0] LEDs;  
output [3:0] columns;  
output signalout;  
output [6:0] ss1, ss2, ss3, ss4, ss5, ss6;  
wire [31:0] countlow, counthigh;  
keypadwithtones kwt(.rows(rows), .clk(clk), .LEDs(LEDs), .columns(columns), .countlow(countlow), .counthigh(counthigh));
rotatingdisplay rd(.clk(clk), .ss1(ss1), .ss2(ss2), .ss3(ss3), .ss4(ss4), .ss5(ss5), .ss6(ss6));
toneprocessor tp(.clk(clk), .countlow(countlow), .counthigh(counthigh), .signalout(signalout));
endmodule
module keypadwithtones(rows, clk, LEDs, columns, countlow, counthigh);
input [3:0] rows; 
input clk;
output [9:0] LEDs;
reg [9:0] LEDs;
output [3:0] columns;
reg [3:0] columns;
reg[2:0] progress, colprogress;   
reg [3:0] val1, val2;  
reg [15:0] button1, button2;  
reg [31:0] counter;  
output [31:0] countlow, counthigh;
reg [31:0] countlow, counthigh;
initial begin
LEDs = 10'b00_0000_0000;   
progress = 3'b000;  
colprogress = 3'b000;  
counter = 0;  
columns = 4'b1110;  
end
always @(posedge clk) begin  
case(progress) 
3'b000: begin  
case(columns)  
4'b1110: begin 
val1 = ~rows;  
button1 = val1;
columns = 4'b1101;  
end
4'b1101: begin
val1 = ~rows;  
button1 = button1 << 4;  
button1 = button1 + val1;  
columns = 4'b1011;  
end
4'b1011: begin 
val1 = ~rows;  
button1 = button1 << 4;  
button1 = button1 + val1;  
columns = 4'b0111;  
end
4'b0111: begin
val1 = ~rows;  
button1 = button1 << 4;  
button1 = button1 + val1;  
columns = 4'b1110;  
progress = 3'b001;  
end
endcase
end
3'b001: begin   
counter = counter + 1'b1;
if (counter >= 500000) begin   
case(columns)  
4'b1110: begin
val2 = ~rows;
button2 = val2;
columns = 4'b1101;
end
4'b1101: begin
val2 = ~rows;
button2 = button2 << 4;
button2 = button2 + val2;
columns = 4'b1011;
end
4'b1011: begin
val2 = ~rows;
button2 = button2 << 4;
button2 = button2 + val2;
columns = 4'b0111;
end
4'b0111: begin
val2 = ~rows;
button2 = button2 << 4;
button2 = button2 + val2;
columns = 4'b1110;
counter = 0;
progress = 3'b010;
end
endcase
end
end
3'b010: begin   
if ((button1 == button2) && (button1 != 16'h0000)) begin  
case(button1)  
	16'h80: begin  
	countlow = 1136;
   counthigh = 2272;
	end
	16'h1: begin  
	LEDs = LEDs + 1'b1;
	countlow = 47755;
	counthigh = 95510;
	end
	16'h10: begin  
	LEDs = LEDs + 2'b10;
		countlow = 42565;
		counthigh = 85131;
	end
	16'h100: begin  
	LEDs = LEDs + 2'b11;
		countlow = 37921;
		counthigh = 75842;
	end
	16'h2: begin  
	LEDs = LEDs + 3'b100;
	countlow = 35803;
   counthigh = 71606;
	end
	16'h20: begin  
	LEDs = LEDs + 3'b101;
		countlow = 31888;
		counthigh = 63776;
	end
	16'h200: begin  
	LEDs = LEDs + 3'b110;
		countlow = 28409;
		counthigh = 56818;
	end
	16'h4: begin  
	LEDs = LEDs + 3'b111;
		countlow = 25390;
		counthigh = 50619;
	end
	16'h40: begin  
	LEDs = LEDs + 4'b1000;
		countlow = 23889;
		counthigh = 47778;
	end
	16'h400: begin  
	LEDs = LEDs + 4'b1001;
		countlow = 21282;
		counthigh = 42564;
	end
	16'h1000: begin  
	LEDs = LEDs + 4'b1010;
		countlow = 18960;
		counthigh = 37921;
	end
	16'h2000: begin  
	LEDs = LEDs + 4'b1011;
		countlow = 17896;
		counthigh = 35793;
	end
	16'h4000: begin  
	LEDs = LEDs + 4'b1100;
		countlow = 15943;
		counthigh = 31887;
	end
	16'h8000: begin  
	LEDs = LEDs + 4'b1101;
		countlow = 14204;
		counthigh = 28409;
	end
	16'h8: begin  
	LEDs = LEDs + 4'b1110;
		countlow = 12651;
		counthigh = 25303;
	end
	16'h800: begin  
	LEDs = LEDs + 4'b1111;
		countlow = 11944;
		counthigh = 23889;
	end
	endcase
progress = 3'b011;  
end else progress = 3'b000;  
end
3'b011: begin
counter = counter + 1'b1;
if (counter >= 5000000) begin  
case(columns)  
4'b1110: begin
val2 = ~rows;
button2 = val2;
columns = 4'b1101;
end
4'b1101: begin
val2 = ~rows;
button2 = button2 << 4;
button2 = button2 + val2;
columns = 4'b1011;
end
4'b1011: begin
val2 = ~rows;
button2 = button2 << 4;
button2 = button2 + val2;
columns = 4'b0111;
end
4'b0111: begin
val2 = ~rows;
button2 = button2 << 4;
button2 = button2 + val2;
columns = 4'b1110;
counter = 0;
progress = 3'b100;
end
endcase
end
end
3'b100: begin
if (button2 == 16'h0000) begin  
progress = 3'b000;  
countlow = 1136;  
counthigh = 2272;
end else progress = 3'b011;  
end
endcase 
end
endmodule 
module toneprocessor(clk, countlow, counthigh, signalout);
output signalout;
reg signalout;
input clk;
input [31:0] countlow, counthigh;
reg [31:0] onesecond, mycounter;
reg [3:0] progress;
initial begin
signalout=0;  
onesecond = 100000000;  
mycounter = 0;  
progress = 4'b0000;  
end
always@(posedge clk) begin
case(progress)
default: begin              
			end
4'b0000: begin
	mycounter = mycounter + 1'b1;  
	if (mycounter < countlow) begin  
	signalout = 0;  
	end
	else begin
	progress = 4'b0001;  
	end
end
4'b0001: begin
	mycounter = mycounter + 1'b1;  
	if ((mycounter >= countlow) && (mycounter < counthigh)) begin 
	signalout = 1;  
	end
	else begin
	progress = 4'b0010;  
	end
end
4'b0010: begin
	mycounter = mycounter + 1'b1;  
	if (mycounter >= counthigh) begin  
	signalout = 0;  
	mycounter = 0;  
	end
	else begin
	progress = 4'b0000;  
	end
end
endcase
end
endmodule 
module rotatingdisplay(clk, ss1, ss2, ss3, ss4, ss5, ss6);
input clk;  
output reg [6:0] ss1, ss2, ss3, ss4, ss5, ss6;  
reg [31:0] counter;  
reg [6:0] g,e,r1,r2,i,f1,o,x,f2,a,l1,l2,two1,zero1,two2,zero2,start;  
initial begin
ss1 = 7'hFF;
ss2 = 7'hFF;
ss3 = 7'hFF;
ss4 = 7'hFF;
ss5 = 7'hFF;
ss6 = 7'hFF;
g = 7'b0010000;
e = 7'b0000110;
r1 = 7'b1001110;
r2 = 7'b1001110;
i = 7'b1111001;
f1 = 7'b0001110;
o = 7'b1000000;
x = 7'b0001001;
f2 = 7'b0001110;
a = 7'b0001000;
l1 = 7'b1000111;
l2 = 7'b1000111;
two1 = 7'b0100100;
zero1 = 7'b1000000;
two2 = 7'b0100100;
zero2 = 7'b1000000;
end
always @(posedge clk) begin  
counter = counter + 1'b1;
if (counter >= 50000000) begin  
counter = 0;  
ss6 = ss5;
ss5 = ss4;
ss4 = ss3;
ss3 = ss2;
ss2 = ss1;
ss1 = g;  
start = g;
g = e;
e = r1;
r1 = r2;
r2 = i;
i = f1;
f1 = o;
o = x;
x = f2;
f2 = a;
a = l1;
l1 = l2;
l2 = two1;
two1 = zero1;
zero1 = two2;
two2 = zero2;
zero2 = start;
end
end
endmodule
==> design/flow/run.sh <==
#!/bin/bash
# OpenROAD 26Q1-2900-gdf79404cd8, Yosys 0.63+post, stock flow scripts
make -C /OpenROAD-flow-scripts/flow DESIGN_CONFIG=/design/flow/config.mk WORK_HOME=/design/flow/orfs finish
==> design/flow/config.mk <==
export PLATFORM = sky130hd
export DESIGN_NAME = finalproject
export DESIGN_NICKNAME = finalproject
export VERILOG_FILES = /design/flow/design.v
export SDC_FILE = /design/flow/constraint.sdc
export NUM_CORES = 4
export LEC_CHECK = 1
export CORE_UTILIZATION = 50
==> design/flow/constraint.sdc <==
current_design finalproject

set clk_period 16.4
set clk_io_pct 0.2

create_clock -name clk0 -period $clk_period [get_ports {clk}]

set non_clock_inputs [all_inputs -no_clocks]
set_input_delay [expr $clk_period * $clk_io_pct] -clock clk0 $non_clock_inputs
set_output_delay [expr $clk_period * $clk_io_pct] -clock clk0 [all_outputs]
==> impl_metrics.env <==
# flow metrics
export IMPL_clk_pin_slew_worst_paths_ps=60
export IMPL_maxCapViolCount=0
export IMPL_synthAoiAreaFrac_pct=8.77
export IMPL_critPathBufInv=1
export IMPL_start_kind="flop"
export IMPL_finalSetupViolations=0
export IMPL_cpLargestDelayFamily="flip-flops"
export IMPL_cts_setup_buffers=0
export IMPL_largest_area_cell="edfxtp_1"
export IMPL_via_count=10200
export IMPL_drive_gt1_share_pct=9.43
export IMPL_die_w_um=181
export IMPL_skew_ps=18.2
export IMPL_synth_cell_type_count=91
export IMPL_port_buffers=61
export IMPL_synth_async_sr_flop_share_pct=0
export IMPL_antennaDiodeCount=0
export IMPL_critical_path_max_stage_delay_ps=540
export IMPL_htree_levels=2
export IMPL_final_cell_count_no_fill=1802
export IMPL_cp_depth=1
export IMPL_min_path_type="reg -> reg"
export IMPL_grt_pass1_vias=9907
export IMPL_clockBufferDepth=3
export IMPL_leakage_nw=6.65
export IMPL_globalRouteOverflowTotal=0
export IMPL_die_h_um=181
export IMPL_cts_buffers_inserted=36
export IMPL_vias_per_cell=5.66
export IMPL_worstSetupPathType="reg -> out"
export IMPL_ys_top_cells_by_count="edfxtp_1 (293), nor2_1 (100), nand2_1 (65), nand3_1 (62), xnor2_1 (60)"
export IMPL_edf_count=293
export IMPL_dr_pass1_iters=23
export IMPL_reg2regPathDepth=13
export IMPL_routed_wl_mm=30.1
export IMPL_grtUsageTotal_pct=20.4
export IMPL_routedWlPerCell_um=16.7
export IMPL_syn_area_per_cell_sq_um=12.2
export IMPL_initial_core_util_pct=50.7
export IMPL_gp_congestion=0.956
export IMPL_min_period_over_period_pct=29.6
export IMPL_ctsHoldBuffers=0
export IMPL_final_core_util_pct=57.5
export IMPL_outcome="finished clean"
export IMPL_maxSlewHeadroom_pct=43.8
export IMPL_rows=65
export IMPL_cp_required_ps=13120
export IMPL_synthCells=1312
export IMPL_fmax_ghz=0.206
export IMPL_post_cts_resized=0
export IMPL_path_max_fanout=8
export IMPL_dp_hpwl_mm=20.1
export IMPL_ys_sh_xor_pct=6.40
export IMPL_ys_sh_mux_pct=0.540
export IMPL_synth_adder_area_share_pct=4.05
export IMPL_ys_seq_share_pct=59.0
export IMPL_worstPathArrival_ps=1580
export IMPL_powerDensity_nw_per_um2=105
export IMPL_yosys_area_share_simple_pct=18.2
export IMPL_flop_cell="edfxtp_1"
export IMPL_top_area_share_pct=55.0
export IMPL_finalHoldViolCount=0
export IMPL_crit_slowest_cell="edfxtp_1"
export IMPL_cp_cell_sequence="clkdlybuf4s50_1"
export IMPL_yosysWarnings=9
export IMPL_antenna_found_initial=0
export IMPL_cts_root_buf="clkbuf_16"
export IMPL_warnings=28
export IMPL_ant_nets=0
export IMPL_clk_latency_ps=520
export IMPL_top_cell="edfxtp_1"
export IMPL_yosys_area_sq_um=16000
export IMPL_grt_max_degree=71
export IMPL_layout_min_cycle_time_ps=4860
export IMPL_whs_path_depth=0
export IMPL_yosysCellCount=1312
export IMPL_num_io_pins=62
export IMPL_synthTopCellsByArea="edfxtp_1 (55%), dfxtp_1 (4.0%), ha_1 (3.7%), xnor2_1 (3.3%), xor2_1 (3.1%)"
export IMPL_worstSetupEndpointType="output pin"
export IMPL_area_growth_pct=13.4
export IMPL_maxSlewViolCount=0
export IMPL_tns_ps=0
export IMPL_grt_first_pass_wirelength_mm=50.3
export IMPL_syn_area_sq_um=16000
export IMPL_clkSinkCount=325
export IMPL_ys_top_logic_family="simple AND/OR/NAND/NOR gates"
export IMPL_yosys_register_bits=325
export IMPL_die_area_sq_um=32700
export IMPL_drt_iter0_drc=660
export IMPL_vdd_drop_max_uv=91.6
export IMPL_core_area_sq_um=31600
export IMPL_drc_errors=0
export IMPL_grt_setup_unrepaired="false"
export IMPL_cts_tree="yes"
export IMPL_dp_cells=1736
export IMPL_max_slew_worst_pin_slew_ps=837
==> kinds of logic after synthesis <==
family,Yosys count
adders and majority gates,50
DFF,325
other,1
muxes,8
buffers and inverters,108
xor gates and xnor gates,117
AOI/OAI and AO/OA,191
and+or+nand+nor,512
==> flip-flops by register name, summed over array words and instances, names as in the netlist, 8 cells and up <==
register       cells
kwt.counthigh      8
kwt.countlow      16
kwt.LEDs          10
kwt.button1       16
rd.counter        32
kwt.counter       32
tp.mycounter      32
kwt.button2       16
==> cells in the final DEF (no fill, tap or decap), types with 8 or more instances in the layout <==
cell,netlist,routed
dfxtp_1,32,32
clkbuf_1,22,8
a21boi_1,9,9
nor2_1,100,100
inv_1,53,53
nand4_1,53,53
nor3_1,32,32
and4_1,21,21
nor2b_1,17,17
clkdlybuf4s50_1,0,61
a31oi_1,8,8
nor4_1,21,21
and2_1,36,36
edfxtp_1,293,293
nand2b_1,12,12
ha_1,47,47
xnor2_1,60,60
nand3_1,62,62
xor2_1,57,57
a21oi_2,24,25
nand2_1,65,65
nor4_2,9,9
a21oi_1,36,34
o21ai_0,26,26
and3_1,27,27
buf_4,4,11
clkbuf_16,0,36
==> layout make-up <==
cell class                      count  area (sq um)
Clock buffer                       48           986
Clock inverter                     18           194
Fill cell                        2554         13400
Inverter                           53           199
Multi-Input combinational cell    884          6130
Sequential cell                   325          9440
Tap cell                          402           503
Timing Repair Buffer               72           693
==> through the flow <==
stage          setup WS [ps]  area, sq um  total power, mW  hold WS, ps
4_1_cts                11520        18100             1.92          415
3_5_place_dp           12070        17000             1.12          405
2_1_floorplan          11980        16000             1.05          400
5_1_grt                11490        18100             1.97          421
3_3_place_gp           12070        17000             1.12          401
6_report               11540        18100             1.90          412
==> where the power goes <==
part	total, mW	switching [mW]	internal [mW]
logic	0.0479	0.00618	0.0417
registers	1.05	0.0345	1.02
clock network	0.796	0.321	0.474
total	1.90	0.362	1.53
==> metal layers <==
layer  share of wire, %  GRT usage (%)
met1                 47           35.4
met2                 43           27.8
met3                7.4           6.34
met4                2.5           4.38
met5                  0              0
==> final timing paths <==
check | start | to | slack, ps
setup reg to reg | tp.mycounter[0]$_DFFE_PN_ | tp.progress[1]$_DFFE_PP_ | 12100
setup / recovery | kwt.LEDs[3]$_DFFE_PP_ | LEDs[3] | 11540
hold / removal | rd.l1[3]$_DFFE_PP_ | rd.a[3]$_DFFE_PP_ | 410
hold reg to reg | rd.l1[3]$_DFFE_PP_ | rd.a[3]$_DFFE_PP_ | 410
No activity file was given, so power comes from the tool's default toggle rates.
